## /design/flow/design.v

```verilog
`timescale 1ns / 1ps
module candle_controller(
    output logic [7:0] candle_state,  
    input logic [2:0] pos_to_set,      
    input logic [2:0] pos_to_clear,    
    input logic set_enable,            
    input logic clear_enable,          
    input logic sys_clk,               
    input logic clr_async              
);
    always_ff @(posedge sys_clk or posedge clr_async) begin 
        if (clr_async) 
            candle_state <= 8'b00000000;
        else begin
            if (set_enable) 
                candle_state[pos_to_set] <= 1;     
            if (clear_enable)
                candle_state[pos_to_clear] <= 0;   
        end
    end
endmodule
`timescale 1ns / 1ps
module debounce_and_oneshot(
    output reg out,
    input btn,
    input clk_50MHz,
    input rst
);
parameter MINWIDTH = 50; 
parameter COUNTERWIDTH = 32;
reg [COUNTERWIDTH-1:0] counter;  
reg shot; 
always @(posedge clk_50MHz or posedge rst) begin
    if (rst) begin
        counter <= 0;
        out <= 1'b0;
        shot <= 1'b0;
    end else begin
        if (~btn) begin
            counter <= 0;
            out <= 1'b0;
            shot <= 1'b0;
        end else if (counter < MINWIDTH) begin
            counter <= counter + 1;
            out <= 1'b0;
            shot <= 1'b0;
        end else begin
            counter <= counter;  
            if (shot == 0) begin
                shot <= 1'b1;
                out <= 1'b1;
            end else begin
                out <= 1'b0;
            end
        end
    end
end
endmodule
`timescale 1ns / 1ps
module extinguisher(
    input logic [2:0] position,  
    input logic enable,
    input logic sys_clk,
    output logic extinguish, 
    input logic clr_n
);
    logic [3:0] counter;  
    always_ff @(posedge sys_clk or negedge clr_n) begin
        if (!clr_n)
            counter <= 0;  
        else
            counter <= counter + 1; 
    end
    always_ff @(posedge sys_clk) begin
        if (enable && (counter[2:0] == position))  
            extinguish <= 1;   
        else
            extinguish <= 0;
    end
endmodule
`timescale 1ns / 1ps
module igniter(
    output logic [2:0] position_q,  
    input logic sys_clk,             
    input logic clr_n,              
    input logic enable_move,         
    input logic [3:0] delta          
);
    logic [2:0] position_d;         
    always_comb begin
        if (enable_move)
            position_d = (position_q + delta[2:0]) % 8;   
        else
            position_d = position_q; 
    end
    always_ff @(posedge sys_clk or negedge clr_n) begin
        if (!clr_n) begin
            position_q <= 3'b000;  
        end else begin
            position_q <= position_d; 
        end
    end
endmodule
`timescale 1ns / 1ps 
module top (
    input wire CLK100MHZ, 
    input wire BTNR,           
    input wire BTNC,           
    input wire [3:0] SW,       
    output wire [7:0] LED      
);
    logic btn_pulse;
    logic [7:0] candle_state;
    logic [2:0] match_position;
    logic extinguish;
    debounce_and_oneshot debounce_inst (
        .out(btn_pulse),     
        .btn(BTNC),          
        .clk_50MHz(CLK100MHZ), 
        .rst(BTNR)
    );
    igniter igniter_inst (
        .position_q(match_position),
        .sys_clk(CLK100MHZ),
        .clr_n(~BTNR),
        .enable_move(btn_pulse), 
        .delta(SW)
    );
    candle_controller candle_ctrl_inst (
        .candle_state(candle_state),
        .pos_to_set(match_position),
        .pos_to_clear(3'b000),
        .set_enable(btn_pulse), 
        .clear_enable(extinguish), 
        .sys_clk(CLK100MHZ),
        .clr_async(BTNR)
    );
    extinguisher extinguisher_inst (
        .position(match_position), 
        .enable(btn_pulse), 
        .sys_clk(CLK100MHZ),
        .extinguish(extinguish),
        .clr_n(~BTNR)
    );
    assign LED = candle_state;
endmodule
```

## /design/flow/run.sh

```bash
#!/bin/bash
# OpenROAD 26Q1-2900-gdf79404cd8, Yosys 0.63+post, stock flow scripts
make -C /OpenROAD-flow-scripts/flow DESIGN_CONFIG=/design/flow/config.mk WORK_HOME=/design/flow/orfs finish
```

## /design/flow/config.mk

```make
export PLATFORM = sky130hd
export DESIGN_NAME = top
export DESIGN_NICKNAME = top
export VERILOG_FILES = /design/flow/design.v
export SDC_FILE = /design/flow/constraint.sdc
export NUM_CORES = 4
export LEC_CHECK = 1
export CORE_UTILIZATION = 50
```

## /design/flow/constraint.sdc

```tcl
current_design top

set clk_period 4.0
set clk_io_pct 0.2

create_clock -name clk0 -period $clk_period [get_ports {CLK100MHZ}]

set non_clock_inputs [all_inputs -no_clocks]
set_input_delay [expr $clk_period * $clk_io_pct] -clock clk0 $non_clock_inputs
set_output_delay [expr $clk_period * $clk_io_pct] -clock clk0 [all_outputs]
```

==> reports/qor.log <==
INFO  synth          postSynthRegisterBits=49
INFO  job            warning_count=30
INFO  clocking       htree_levels=2
INFO  job            cap_violations=0
INFO  clocking       cts_setup_buffers=0
INFO  floorplanning  std_cell_core_area=3740µm²
INFO  critical_path  cp_slowest_stage_delay=1.06ns
INFO  placed_design  postPlaceCellArea=2160µm²
INFO  detailed_routing routed_wl=2690µm
INFO  placed_design  gp_congestion=0.777
INFO  synth          synth.lib_cells_used.distinct=29
INFO  synth          ys_seq_share=0.617
INFO  critical_path  crit_slowest_cell=clkdlybuf4s50_1
INFO  critical_path  worstSetupPathType=primary input to flip-flop
INFO  placed_design  numPlacedInstances=212
INFO  detailed_routing ant_nets=0
INFO  critical_path  cp_data_required_time=4.23ns
INFO  final_layout   postLayoutCellArea=2260µm²
INFO  sta            unrepaired_setup_endpoints_after_global_routing=no
INFO  min_path       worst_hold_start=extinguisher_inst.extinguish
INFO  floorplanning  num_io_pins=15
INFO  synth          synth_area_per_cell=12.8µm²
INFO  sta            post_route_fraction_of_the_period_consumed_by_the_critical_path=0.507
INFO  clocking       clk_pin_slew_worst_paths=0.08ns
INFO  floorplanning  floorplan.core_util=0.529
INFO  global_routing maximum_number_of_pins_on_one_net_before_global_route_repair=49
INFO  global_routing grt_first_pass_wirelength=5010µm
INFO  critical_path  worstReg2RegStart=debounce_inst.counter[27]
INFO  floorplanning  chipWidth=64.9µm
INFO  clocking       holdBufCountCts=0
INFO  synth          synth_warnings=4
INFO  final_layout   syn2layout_area_growth=14.2%
INFO  critical_path  critPathCaptureType=flip-flop
INFO  sta            finalSetupViolations=0
INFO  sta            layout_min_cycle_time=2.03ns
INFO  clocking       clock_latency=0.29ns
INFO  global_routing grtUsageTotal=0.162
INFO  placed_design  portBuffers=13
INFO  clocking       ctsRootBufferMaster=clkbuf_8
INFO  outcome        status=completed
INFO  synth          ys_cells=155
INFO  sta            finClkSkew=0.00344ns
INFO  global_routing first_global_vias=1122
INFO  detailed_routing route.detailed.vias_per_inst=4.97
INFO  clocking       cts_buf_count=5
INFO  power          total_power_of_the_final_layout=0.855mW
INFO  critical_path  start_kind=primary input
INFO  sta            f_max=493MHz
INFO  critical_path  worstRegToRegCells=5
INFO  clocking       cts_tree=built
INFO  sta            slew_headroom=0.395
INFO  clocking       post_cts_resize_count=0
INFO  min_path       timing.hold.worst_path_depth=1
INFO  sta            hold_slack=0.386ns
INFO  critical_path  timing.reg2reg.setup_slack=2.22ns
INFO  critical_path  critical_path.cell_chain=clkdlybuf4s50_1 -> nand3_1 -> nor2_1 -> a22o_1
INFO  final_layout   fraction_of_layout_instances_using_a_drive_strength_above_1=0.128
INFO  detailed_routing antenna_cells=0
INFO  critical_path  arrival=2.26ns
INFO  clocking       cts.sinks=49
INFO  min_path       min_delay_worst_endpoint=candle_ctrl_inst.candle_state[0]
INFO  power          worst_ir_drop_on_vdd=0.259mV
INFO  sta            final_hold_viol_count=0
INFO  sta            worst_pin_slew=0.905ns
INFO  critical_path  crit_fanout=35
INFO  floorplanning  die_height=64.9µm
INFO  final_layout   layout.filler_cells=306
INFO  sta            tns=0ns
INFO  global_routing grt_overflow_total=0
INFO  critical_path  r2r_end=debounce_inst.counter[4]
INFO  synth          netlist_area_before_placement=1980µm²
INFO  final_layout   layout.cells.non_filler=220
INFO  floorplanning  floorplan.rows=22
INFO  synth          yosysChipArea=1980µm²
INFO  detailed_routing dr.pass1.iters=4
INFO  detailed_routing route.detailed.drc=0
INFO  placed_design  detailed_place_hpwl=1810µm
INFO  floorplanning  area_of_the_die=4220µm²
INFO  global_routing grt_antenna_before_repair=0
INFO  clocking       clock_path_buffers=2
INFO  synth          synth_cells=155
INFO  sta            timing.final.max_slew_violations=0
INFO  detailed_routing initialDrtViolationCount=77
INFO  power          power-per-cell-area=378nW/µm²
INFO  min_path       hold_path.class=flip-flop to flip-flop
INFO  detailed_routing wl_per_cell=12.2µm
INFO  detailed_routing vias=1094
INFO  power          cellLeakagePower=1.11nW
## Yosys cell counts (all sizes together)
master | instances | area share
dfrtp | 48 | 0.61
and2 | 27 | 0.085
ha | 7 | 0.044
a31o | 6 | 0.027
inv | 6 | 0.011
nand2 | 6 | 0.011
nor2 | 6 | 0.011
nor4 | 6 | 0.028
xnor2 | 6 | 0.027
clkbuf | 5 | 0.0095
nor2b | 5 | 0.016
xor2 | 5 | 0.022
nand3 | 3 | 0.0076
nor3 | 3 | 0.0076
a21oi | 2 | 0.0051
mux2i | 2 | 0.010
nor4b | 2 | 0.012
a22o | 1 | 0.0044
and4 | 1 | 0.0044
dfxtp | 1 | 0.010
fa | 1 | 0.010
nand2b | 1 | 0.0032
nand4 | 1 | 0.0063
nor3b | 1 | 0.0095
o21ai | 1 | 0.0025
o21bai | 1 | 0.0038
o311ai | 1 | 0.0044
## stage by stage
step | util | setup WS (ns)
after floorplan | - | 2.06
after global placement | 0.577 | 1.68
after detailed placement | 0.577 | 1.63
after CTS | 0.604 | 1.96
after global routing | 0.604 | 1.82
final | 0.604 | 1.97
## where the power goes
part | leakage, nW | switching [mW] | internal, mW
clock network | 0.0542 | 0.145 | 0.156
registers | 0.667 | 0.00783 | 0.500
logic | 0.392 | 0.0265 | 0.0191
## area by class of cell
type	instances	area [µm²]	area share
Clock inverter	1	5.00	0.00221
Sequential cell	49	1220	0.540
Multi-Input combinational cell	95	718	0.318
Tap cell	48	60.1	0.0266
Inverter	6	22.5	0.00996
Timing Repair Buffer	14	138	0.0609
Clock buffer	7	96.3	0.0426
## cells in the final DEF, fill, tap and decap left out, drive strengths merged, types with 3 or more instances in the layout
cell,instances
xor2,5
nor4,6
inv,6
a31o,6
dfrtp,48
nor2b,5
and2,27
nor3,3
clkdlybuf4s50,13
clkbuf,7
nand2,6
xnor2,6
ha,7
nor2,6
nand3,3
## worst max-delay path, delay by kind of cell
kind	cells	cell delay, ns
AND/OR/NAND/NOR	2	0.26
AND-OR/OR-AND	1	0.12
buffers and inverters	1	1.06
## how the worst max path moves through the flow
stage	start	to	slack (ns)	cells after the start
CTS	BTNC	debounce_inst.counter[5]	1.96	4
global route	BTNC	debounce_inst.counter[5]	1.82	4
finish	BTNC	debounce_inst.counter[5]	1.97	4
## state kept, by name (all words and copies together), names as in the netlist
name                           cells
debounce_inst.shot                 1
igniter_inst.position_q            3
debounce_inst.out                  1
candle_ctrl_inst.candle_state      8
debounce_inst.counter             32
extinguisher_inst.counter          3
extinguisher_inst.extinguish       1
## per-layer routing
metal,global-route usage,vias to the layer above,part of all wire
li1,-,544,-
met3,0.0393,2,0.039
met5,0,-,0
met2,0.243,16,0.45
met4,0.0194,0,0.0071
met1,0.263,532,0.50
## cells by family after synthesis
group / Yosys count / share of synthesized area
buf+inv: 11 / 0.0208
compound gates: 12 / 0.0467
flops: 49 / 0.617
mux: 2 / 0.0101
simple gates: 62 / 0.203
fa+ha+maj: 8 / 0.0543
xor+xnor: 11 / 0.0486
Power is estimated from default activity; no workload was simulated.
